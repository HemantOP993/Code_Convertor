$ cat design/flow/run.sh
#!/bin/bash
# OpenROAD 26Q1-2900-gdf79404cd8, Yosys 0.63+post, stock flow scripts
make -C /OpenROAD-flow-scripts/flow DESIGN_CONFIG=/design/flow/config.mk WORK_HOME=/design/flow/orfs finish
$ cat design/flow/config.mk
export PLATFORM = sky130hd
export DESIGN_NAME = topmodule
export DESIGN_NICKNAME = topmodule
export VERILOG_FILES = /design/flow/design.v
export SDC_FILE = /design/flow/constraint.sdc
export NUM_CORES = 4
export LEC_CHECK = 1
export CORE_AREA = 10 10 109 109
export DIE_AREA = 0 0 119 119
$ cat design/flow/constraint.sdc
current_design topmodule

set clk_period 1.8
set clk_io_pct 0.2

create_clock -name clk0 -period $clk_period [get_ports {clk}]

set non_clock_inputs [all_inputs -no_clocks]
set_input_delay [expr $clk_period * $clk_io_pct] -clock clk0 $non_clock_inputs
set_output_delay [expr $clk_period * $clk_io_pct] -clock clk0 [all_outputs]
$ cat design/flow/design.v
module Controller(
    input clk,rst,
    input start,done_gray,done_bcd,done_excess3,
    input [1:0] sel,
    output reg ldA,ldR,G,B,E,Exc_over,
    output reg [2:0] state);
    parameter S0=0,S1=1,S2=2,S3=3,S4=4,S5=5;
    always @(*) begin
        case(state)
             S0: begin
                    ldA=0;ldR=0;G=0;B=0;E=0;Exc_over=0;
             end
             S1: begin
                    ldA=1;ldR=0;G=0;B=0;E=0;Exc_over=0;
             end
             S2: begin
                    ldA=0;ldR=0;Exc_over=0;
                    case(sel)
                        2'b00: begin
                                    G=0;B=0;E=0;  
                        end
                        2'b01: begin
                                    G=1;B=0;E=0;  
                       end
                       2'b10: begin
                                    G=0;B=1;E=0;   
                       end
                       2'b11: begin
                                 G=0;B=0;E=1;
                         end
                 endcase
              end
              S3: begin
                    ldA=0;ldR=0;Exc_over=0;       
              end
              S4: begin
                    ldA=0;ldR=1;G=0;B=0;E=0;Exc_over=0;   
              end
              S5: begin
                    ldA=0;ldR=0;G=0;B=0;E=0;Exc_over=1;   
              end
           endcase
    end
    always @(posedge clk or posedge rst) begin
        if(rst) begin
            state <= S0;
        end
        else begin  
            case(state)
                S0: state <= start ? S1:S0;  
                S1: state <= S2;     
                S2: state <= S3;     
                 S3: begin
                    case(sel)
                        2'b01: state <= done_gray ? S4 : S3;
                        2'b10: state <= done_bcd ? S4 : S3;
                        2'b11: state <= (done_excess3) ? S4 : S3;
                        default: state <= S4;  
                    endcase
                end
                S4: state <= S5;     
                S5: state <= S0;     
               default : state <= S0;   
            endcase
        end
    end
endmodule
module Excees3code_convertor(
        input clk,rst,
        input [3:0] X,
        input E,
        output reg [7:0] Excess_result,
        output reg done);
        reg [7:0] bcd;
        reg [3:0] r;
        reg [3:0] q;
        always @(posedge clk or posedge rst) begin
            if(rst) begin 
                Excess_result = 0;
                done = 0;
                bcd = 0;
            end
            else if(E) begin
                 r = X%10;
                 q = X/10;
                 bcd = {q,r};
                 Excess_result = bcd+(8'b00110011);
                 done = 1;
            end
            else done =0;
        end
endmodule
module bcdcode_convertor(
        input clk,rst,
        input[3:0] X,
        input [1:0] sel,
        input B,
        output reg [7:0] bcd_result,
        output reg done);
         reg [3:0] r;
         reg [3:0] q;
        always @(posedge clk or posedge rst) begin    
                if(rst) begin 
                    bcd_result <= 0;
                    done <= 0;
                end
                else if(B) begin
                    r = X%10;
                    q = X/10;
                    bcd_result <= {q,r};
                    done <= 1;
                end
                else done <=0;
         end
endmodule
module datapath(
        input clk,rst,
        input [3:0] in,
        input [1:0] sel,
        input ldA,ldR,G,B,E,
        output done,
        output [7:0] Result,
        output [3:0] X,
        output [3:0] gray_result,
        output [7:0] bcd_result,
        output [7:0] ER,
        output done_gray,
        output done_bcd,
        output done_excess3);
        wire [7:0] bcd_result1;
        loadreg mod1(clk,rst,in,ldA,X);
        graycode_convertor mod2(clk,rst,X,G,gray_result,done_gray);
        bcdcode_convertor mod3(clk,rst,X,sel,B,bcd_result,done_bcd);
        Excees3code_convertor mod4(clk,rst,X,E,ER,done_excess3);
        loadResult mod5(clk,rst,sel,ldR,gray_result,bcd_result,ER,Result);
endmodule
module graycode_convertor(
       input clk,rst,
       input [3:0] X,
       input G,
       output reg [3:0]gray_result,
       output reg done);
       always @(posedge clk or posedge rst) begin
            if(rst) begin
                gray_result <= 0;
                done <= 0;
            end
            else if(G) begin
                    gray_result <= {X[3],X[3]^X[2],X[2]^X[1],X[1]^X[0]};
                    done <= 1;
            end
            else
                done <= 0;
       end
endmodule
module loadResult(
        input clk,rst,
        input [1:0] sel,
        input ldR,
        input [3:0] gray_result,
        input [7:0] bcd_result,
        input [7:0] Excess3_result,
        output reg [7:0] Result);
        always @(posedge clk  or posedge rst) begin
                if(rst) begin
                    Result <= 0;
                end
                else if(ldR) begin
                    case(sel)
                       2'b01: Result <= {4'b0000,gray_result};
                       2'b10: Result <= bcd_result;
                       2'b11: Result <= Excess3_result;
                       default: Result <= 0;
                    endcase
                end
       end
endmodule
module loadreg(
    input clk,rst,
    input [3:0] in,
    input ldA,
    output reg [3:0] X);
    always @(posedge clk or posedge rst) begin
        if(rst) begin
            X <= 0;
        end 
        else if (ldA) begin
            X <= in;
        end
    end
endmodule
module topmodule(
        input clk,rst,start,
        input [3:0] in,
        input [1:0] sel,
        output [7:0] Result,
        output ldA,ldR,G,B,E,done,Exc_over,
        output [2:0] state,
        output [3:0] X,
        output [3:0] gray_result,
        output [7:0] bcd_result,
        output [7:0] ER,
        output done_gray,
        output done_bcd,
        output done_excess3);
        datapath mod1(clk,rst,in,sel,ldA,ldR,G,B,E,
                        done,Result,X,gray_result,
                        bcd_result,ER,
                        done_gray,done_bcd,done_excess3);
        Controller mod2(clk,rst,start,done_gray,done_bcd,done_excess3,sel,ldA,ldR,G,B,E,Exc_over,state);
endmodule 
==> results_dict.tcl <==
# implementation run metrics
set metrics [dict create \
    fin_crit_ns 1.71 \
    clk_latency_ns 0.28 \
    unconstrained_endpoints 15 \
    drt_iter0_markers 66 \
    area_growth_pct 49.2 \
    cts-root-buf "clkbuf_8" \
    criticalPathCategory "flop to output pin" \
    pwr-share-clk_pct 24.7 \
    clk_path_buf_depth 2 \
    synth_area_um2 1780 \
    critical_path.endpoint_type "output pin" \
    dieArea_um2 14200 \
    pwr-share-comb_pct 34.9 \
    io_buffers 47 \
    critical_path.startpoint "mod1.mod1.X[3]" \
    h-tree-depth 2 \
    status "finished clean" \
    yosysChipArea_um2 1780 \
    grt_overflow 0 \
    top_cells_by_area "dfrtp_1 46%, dlxtn_1 5.1%, mux2_2 4.4%" \
    grt_pass1_vias 1458 \
    slew_violations 0 \
    grtUsageTotal_pct 7.22 \
    crit_fanout 4 \
    finClkSkew_ns 0.00370 \
    power.leakage_nw 1.11 \
    warning_count 26 \
    pin_count 54 \
    async_flop_share_pct 84.6 \
    cp_data_arrival_time_ns 1.35 \
    ys_ff 39 \
    common_cells "33 x dfrtp_1, 19 x nor2_1, 15 x a21oi_1, 14 x inv_1, 14 x nand2_1" \
    clkTransAtPathRegs_ns 0.07 \
    avgSynthCellArea_um2 10.1 \
    hpwl_um 4010 \
    drc_errors 0 \
    antenna_cells 0 \
    gp_congestion 0.855 \
    grt_max_degree 34 \
    dr.pass1.iters 4 \
    pre_cts_ws_ns -0.0124 \
    hold_viol_final 0 \
    setup_ws_ns 0.0917 \
    routed_wl_um 5270 \
    cp_data_required_time_ns 1.44 \
    setup_viol 0 \
    power_mw 3.35 \
    syn_inst 176 \
    power_density_nw_per_um2 1260 \
    power_frac_seq_pct 40.4 \
    yosysMostFrequentCell "dfrtp_1" \
    fmax_mhz 585 \
    ys_cells 176 \
    antenna_found_initial 0 \
    vias 1450 \
    edf_count 0 \
    ys_types 38 \
    ant_nets 0 \
    drive_above_1_share_pct 18.0 \
    via_per_inst 3.90 \
    grt_first_pass_wirelength_um 8310 \
    wl_per_cell_um 14.2 \
    start_kind "flop" \
    core-area_um2 9640 \
    ir_worst_vdd_mv 0.458 \
    die_x_um 119 \
    hold_path_class "input port to asynchronous set/reset pin" \
    ys.flop_type "dfrtp_1" \
    reg2reg_slack_ns 0.11 \
    fp-row-count 36 \
    worst_pin_slew_ns 0.533 \
    regToRegStartpoint "mod1.mod1.X[2]" \
    slew_headroom_pct 64.4 \
    setup_tns_ns 0 \
    unclocked_regs 6 \
    maxCapViolations 0 \
    holdWs_ns 0.473 \
    cts_made_buffers 5 \
    fp_util_pct 18.4 \
    sw_frac_of_total_pct 28.8 \
    cts_tree "built" \
    top_cell_area_share_pct 46.4 \
    yosys.area.top_type "dfrtp_1" \
    finalCritPeriodShare_pct 94.9 \
    internal_power_mw 2.39 \
    p_switching_uw 966 \
    dieHeight_um 119 \
    ys_warn_count 7 \
]
## timing repair
action | in CTS | in global routing
endpoints found under the setup margin | 1 | 3
setup buffers | 0 | 4
pin swaps | 0 | 1
hold endpoints to repair | 0 | 0
gates resized | 1 | 9
hold buffers | 0 | 0
gates cloned | 0 | 0
## layout by cell type (no fill, tap or decap), drive strengths merged, types with 4 or more instances in the layout
cell type	netlist	final
nor2	20	20
ha	4	4
mux2i	7	7
buf	8	14
o21ai	12	12
clkdlybuf4s50	0	47
dlxtn	6	6
dfrtp	33	33
xnor2	4	4
inv	14	14
a21oi	17	17
mux2	7	7
clkbuf	3	5
conb	1	6
nand2	14	14
## critical path, stage by stage (launching register included)
cell	delay (ns)
dfrtp_2	0.43
buf_4	0.16
clkdlybuf4s50_1	0.48
## path summary, 6_finish.rpt
| check | to | depth (start not counted) |
|---|---|---|
| worst min-delay path | mod1.mod5.Result[4] | 3 |
| worst min register to register | mod1.mod5.Result[3] | 2 |
| worst max register to register | mod1.mod4.Excess_result[5] | 7 |
| max in group asynchronous | mod1.mod1.X[3] | 3 |
| worst max-delay path | X[3] | 2 |
| min in group clk0 | mod1.mod5.Result[3] | 2 |
## final cells by class
cell class	instances	area [um^2]
clock inverter	3	65.1
sequential	39	917
timing repair buffer	61	592
multi-input combinational	117	791
inverter	14	52.6
clock buffer	5	68.8
fill	1024	6990
tap	133	166
## flip-flops by register name, indices dropped and copies added (netlist names), 3 cells and up
name	cells
mod1.mod2.gray_result	4
mod1.mod5.Result	7
mod2.state	3
mod1.mod1.X	4
mod1.mod3.bcd_result	5
mod1.mod4.Excess_result	7
## per-layer routing
layer	up-vias	wire (um)	part of all wire [%]	global-route usage, %
li1	723	-	-	-
met1	680	2440	46	9.52
met2	45	2430	46	11.7
met3	2	357	6.8	2.35
met4	0	40	0.76	0.840
met5	-	0	0	0
## per-stage QoR
stage / utilization [%] / instances / area [um^2]
floorplan: - / 181 / 1800
global placement: 25.4 / 360 / 2450
detailed placement: 25.4 / 360 / 2450
CTS: 26.8 / 368 / 2580
global route: 27.5 / 372 / 2650
finish: 27.5 / 372 / 2650
## logic make-up (layout without fill, tap and decap cells)
| group | after synthesis | in the layout | synth area share (%) |
|---|---|---|---|
| buffers and inverters | 25 | 83 | 7.04 |
| adders and majority gates | 4 | 4 | 2.82 |
| DFF | 33 | 33 | 46.4 |
| muxes | 14 | 14 | 8.37 |
| other | 1 | 6 | 0.211 |
| and+or+nand+nor | 43 | 43 | 10.6 |
| xor gates and xnor gates | 4 | 4 | 2.39 |
| latches | 6 | 6 | 5.07 |
| AOI/OAI and AO/OA | 46 | 46 | 17.0 |
## power groups by stage
| stage | Sequential, mW | Combinational (mW) | Clock [mW] |
|---|---|---|---|
| 4_1_cts | 1.36 | 1.17 | 0.846 |
| 5_1_grt | 1.41 | 1.31 | 0.877 |
| 6_report | 1.35 | 1.17 | 0.830 |
Power is estimated from default activity; no workload was simulated.
